File: /design/flow/run.sh
#!/bin/bash
# OpenROAD 26Q1-2900-gdf79404cd8, Yosys 0.63+post, stock flow scripts
make -C /OpenROAD-flow-scripts/flow DESIGN_CONFIG=/design/flow/config.mk WORK_HOME=/design/flow/orfs finish
File: /design/flow/config.mk
export PLATFORM = sky130hd
export DESIGN_NAME = Proyecto2
export DESIGN_NICKNAME = Proyecto2
export VERILOG_FILES = /design/flow/design.v
export SDC_FILE = /design/flow/constraint.sdc
export NUM_CORES = 4
export LEC_CHECK = 1
export CORE_UTILIZATION = 50
File: /design/flow/constraint.sdc
current_design Proyecto2

set clk_period 3.2
set clk_io_pct 0.2

create_clock -name clk0 -period $clk_period [get_ports {CLK_yamsha}]

set non_clock_inputs [all_inputs -no_clocks]
set_input_delay [expr $clk_period * $clk_io_pct] -clock clk0 $non_clock_inputs
set_output_delay [expr $clk_period * $clk_io_pct] -clock clk0 [all_outputs]
File: /design/flow/design.v
`timescale 1ns / 1ps
module Lol(CLK_chaos, restart, dato, sensores, B, reinicio);
	input wire CLK_chaos, restart;	 
	input wire [7:0] dato;		 
	output reg [3:0] sensores;	 
	output reg B; 	 
	output reg reinicio;		 
	reg [2:0] STA, STN;	 
	reg [5:0] salidas;	 
	localparam [7:0] corto = 8'h21, gas = 8'h34, humo = 8'h33, tup = 8'h2C, enter = 8'h5A, reset = 8'h2D, silenciar = 8'h1B;
	localparam [2:0] ST0 = 3'b000, ST1 = 3'b001, ST2 = 3'b010, ST3 = 3'b011, ST4 = 3'b100, ST5 = 3'b101, ST6 = 3'b110;
	initial begin
		STA = 3'b000;
		sensores = 4'h0;
		salidas = 6'b000000;	
	end
	always @ (posedge CLK_chaos, posedge restart) begin  
		if(restart) STA <= ST0;
		else STA <= STN;
	end
	always @ (posedge CLK_chaos) begin
		case (STA)
			ST0:									 
				if (dato == reset) begin
					salidas[5] <= 1'b1;		 
					STN <= ST0;
					salidas[4:0] <= 5'b00000;
				end
				else begin 
					STN <= ST1;				 
					salidas[5] <= 1'b0;
				end
			ST1:									 
				if (dato == corto) begin
					salidas[3] <= 1'b1;
					STN <= ST0;
				end
				else STN <= ST2;				 
			ST2:									 
				if (dato == gas) begin
					salidas[2] <= 1'b1;
					STN <= ST0;
				end
				else STN <= ST3;				 
			ST3:									 
				if (dato == humo) begin
					salidas[1] <= 1'b1;
					STN <= ST0;
				end
				else STN <= ST4;				 
			ST4:									
				if (dato == silenciar) begin	 
					salidas[4] <= 1'b1;
					STN <= ST0;
				end
				else STN <= ST5;					 
			ST5:
				if (dato == tup) begin			 
					salidas[0] <= 1'b1;
					STN <= ST0;
				end
				else STN <= ST6;					 
			ST6:
				if (dato == enter) begin		 
					sensores <= salidas[3:0];
					B <= salidas[4];
					reinicio <= salidas[5];
					STN <= ST0;
				end
				else STN <= ST0;					 
			default: STN <= ST0;
		endcase
	end
endmodule
`timescale 1ns / 1ps
module Maquina_FSM(CLK_ROSHI, reset, silenciar, sensores, Z, state);
	input wire CLK_ROSHI, reset, silenciar;  
	input wire [3:0] sensores;	 
	output reg [2:0] Z, state;  
	reg X, Y;
	reg [2:0] ESTADO_ACTUAL, ESTADO_SIGUIENTE;
	parameter [2:0] S0 = 3'b000, S1 = 3'b001, S2 = 3'b010, S3 = 3'b011, S4 = 3'b100, S5 = 3'b101, S6 = 3'b110, S7 = 3'b111;
	initial begin
		ESTADO_ACTUAL <= S0;
		ESTADO_SIGUIENTE <= S0;
		Z <= S0;
	end
	always @ (sensores) begin
		X <= (sensores[1] | sensores[0] | sensores[2] | sensores[3]);  
		Y <= ((sensores[1] & sensores[0]) | sensores[2] | sensores[3]);  
	end
	always @ (posedge CLK_ROSHI) begin
		if (reset) ESTADO_ACTUAL <= S0;
		else ESTADO_ACTUAL <= ESTADO_SIGUIENTE;
	end		
	always @ (ESTADO_ACTUAL or X or Y or silenciar) begin
		case(ESTADO_ACTUAL)
			S0:	
				if(X) ESTADO_SIGUIENTE <= S1;
				else ESTADO_SIGUIENTE <= S0;
			S1:		
				if(Y) ESTADO_SIGUIENTE <= S3;
				else ESTADO_SIGUIENTE <= S2;
			S2:
				if(silenciar) ESTADO_SIGUIENTE <= S4;
				else ESTADO_SIGUIENTE <= S0;
			S3:		
				if(silenciar) ESTADO_SIGUIENTE <= S4;
				else ESTADO_SIGUIENTE <= S0;
			S4:		
				ESTADO_SIGUIENTE <= S0;
			default:
				ESTADO_SIGUIENTE <= S0;
		endcase
	end
	always @ (ESTADO_ACTUAL or Y or silenciar) begin
		case(ESTADO_ACTUAL)
			S0:	
				Z <= S0;
			S1:		
				Z <= S0;
			S2:
				if (silenciar) Z <= S2;
				else Z <= S6; 
			S3:		
				if (silenciar) Z <= S1;
				else Z <= S5;
			S4:		
				if (Y) Z <= S1;
				else Z <= S2;
			default:
				Z <= S0;
		endcase
		state <= ESTADO_ACTUAL;
	end
endmodule
module Asignacion(
	input wire CLK_puar, restart,
	input wire [7:0] dato,
	output wire [10:0] SSD,
	output wire [2:0] leds);
	wire [3:0] sensores;
	wire reset, corto, gas, humo, temp, silenciar;
	Proyecto1 Proy1(
		.CLK_ulong(CLK_puar), .reset(reset), .sensores(sensores), .S(silenciar), .SSD(SSD), .leds(leds));
	Lol Recepcion(
		.CLK_chaos(CLK_puar), .restart(restart), .dato(dato), .sensores(sensores), .B(silenciar), .reinicio(reset));
endmodule
`timescale 1ns / 1ps
module Proyecto1(
	input wire CLK_ulong, reset, S,
	input wire [3:0] sensores,
	output wire [10:0] SSD,
	output wire [2:0] leds);
	wire [2:0] estado;
	wire clk7, clkmp;
   Maquina_FSM FSM(
		.CLK_ROSHI(CLK_ulong), .reset(reset), .sensores(sensores), .silenciar(S),
		.Z(leds), .state(estado));
	Maq_7seg SeSeDi(
		.clk(CLK_ulong), .estado(estado), .sensores(sensores), .display1(SSD));
endmodule
`timescale 1ns / 1ps
module Proyecto2(
	input wire CLK_yamsha, reset, ps2_c, ps2_d,
	output wire [10:0] display,
	output wire [2:0] leds,
	output wire vacio
	);
	wire [7:0] bus;
	wire n_tick, bandera;
	reg [7:0] dout;
	reg rx_en;
	DataReceiver ps2rx(
		.clk(CLK_yamsha), .reset(reset), .ps2d(ps2_d), .ps2c(ps2_c), .rx_en(rx_en), .dout(bus), .vacio(vacio));
	Asignacion FSM(
		.CLK_puar(CLK_yamsha), .restart(reset), .dato(bus), .SSD(display), .leds(leds));
	always @ (posedge n_tick, posedge reset) begin
		if(reset) begin 
			rx_en <= 1'b1;
		end
	end
endmodule
`timescale 1ns / 1ps
module DataReceiver(clk, reset, ps2d, ps2c, rx_en, dout, vacio);
	input wire clk, reset, ps2d, ps2c, rx_en;
	output wire [7:0] dout;
	output wire vacio;
	localparam [1:0]
		idle = 2'b00,
		dps = 2'b01,
		load = 2'b10;
	reg [1:0] state_reg, state_next;
	reg [7:0] filter_reg;
	wire [7:0] filter_next;
	reg f_ps2c_reg;
	wire f_ps2c_next;
	reg [3:0] n_reg, n_next;
	reg [10:0] b_reg, b_next;
	wire fall_edge;
	always@(posedge clk, posedge reset)
		if (reset) begin
			filter_reg <= 0;
			f_ps2c_reg <= 0;
		end
		else begin
			filter_reg <= filter_next;
			f_ps2c_reg <= f_ps2c_next;
		end
	assign filter_next = {ps2c, filter_reg [7:1]};
	assign f_ps2c_next = (filter_reg == 8'b11111111)? 1'b1: (filter_reg == 8'b00000000)? 1'b0: f_ps2c_reg;
	assign fall_edge = f_ps2c_reg & ~f_ps2c_next;
	always@(posedge clk , posedge reset)
		if (reset) begin
			state_reg <= idle;
			n_reg <= 0;
			b_reg <= 0;
		end
		else begin
			state_reg <= state_next ;
			n_reg <= n_next;
			b_reg <= b_next;
		end
	always @ * begin
		state_next = state_reg;
		n_next = n_reg;
		b_next = b_reg;
		case (state_reg)
			idle:
				if (fall_edge & rx_en) begin
					b_next = {ps2d, b_reg [10:1]};
					n_next = 4'b1001;
					state_next = dps;
				end
			dps:
				if (fall_edge) begin
					b_next = {ps2d, b_reg [10:1]} ;
					if (n_reg==0) state_next = load;
					else n_next = n_reg - 1'b1 ;
				end
			load: begin
				state_next= idle;
			end
		endcase
	end
	assign dout = b_reg[8:1];
	assign vacio = b_reg[0];
endmodule
`timescale 1ns / 1ps
module Maq_7seg(clk, estado, sensores, display1);
	input clk;
	input [2:0] estado;				 
	input wire [3:0] sensores;		 
	output reg [10:0] display1;	 
	localparam S0 = 2'b00, S1 = 2'b01, S2 = 2'b10, S3 = 2'b11;
	reg [1:0] count;	
	initial begin
		display1 <= 11'b11111111111;
		count <= 2'b00;
	end
	always @(posedge clk) begin
		count = count + 1'b1;
	end
	always @ (posedge clk) begin
		case (count)
			S0:				 
				if (estado == 3'b000) display1[10:0] <= 11'b01111000000;			
				else if (estado == 3'b001) display1[10:0] <= 11'b01111111001;
				else if (estado == 3'b010) display1[10:0] <= 11'b01110100100;
				else if (estado == 3'b011) display1[10:0] <= 11'b01110110000;
				else if (estado == 3'b100) display1[10:0] <= 11'b01110011001;
				else display1[10:0] <= 11'b11111111111;
			S1:				 
				if (sensores == 4'h7) display1[10:0] <= 11'b10110010000;
				else if (sensores == 4'hb) display1[10:0] <= 11'b10111000110;
				else if (sensores == 4'hd) display1[10:0] <= 11'b10111000110;
				else if (sensores == 4'he) display1[10:0] <= 11'b10111000110;
				else if (sensores == 4'hf) display1[10:0] <= 11'b10110001000;
				else display1[10:0] <= 11'b11111111111;
			S2:
			   if (sensores == 4'h3) display1[10:0] <= 12'b11010001001;
				else if (sensores == 4'h5) display1[10:0] <= 12'b11010010000;
				else if (sensores == 4'h6) display1[10:0] <= 12'b11010010000;
				else if (sensores == 4'h7) display1[10:0] <= 12'b11010001001;
				else if (sensores == 4'h9) display1[10:0] <= 12'b11011000110;
				else if (sensores == 4'ha) display1[10:0] <= 12'b11011000110;
				else if (sensores == 4'hb) display1[10:0] <= 12'b11010001001;
				else if (sensores == 4'hc) display1[10:0] <= 12'b11011000110;
				else if (sensores == 4'hd) display1[10:0] <= 12'b11010010000;
				else if (sensores == 4'he) display1[10:0] <= 12'b11010010000;
				else if (sensores == 4'hf) display1[10:0] <= 12'b11011000111;
				else display1[10:0] <= 11'b11111111111;
			S3:
				if (sensores == 4'h1) display1[10:0] <= 11'b11100000111;
				else if (sensores == 4'h2)	display1[10:0] <= 11'b11100001001;
				else if (sensores == 4'h3) display1[10:0] <= 11'b11100000111;
				else if (sensores == 4'h4) display1[10:0] <= 11'b11100010000;
				else if (sensores == 4'h5) display1[10:0] <= 11'b11100000111;
				else if (sensores == 4'h6) display1[10:0] <= 11'b11100001001;
				else if (sensores == 4'h7) display1[10:0] <= 11'b11100000111;
				else if (sensores == 4'h8) display1[10:0] <= 11'b11101000110;
				else if (sensores == 4'h9) display1[10:0] <= 11'b11100000111;
				else if (sensores == 4'ha) display1[10:0] <= 11'b11100001001;
				else if (sensores == 4'hb) display1[10:0] <= 11'b11100000111;
				else if (sensores == 4'hc) display1[10:0] <= 11'b11100010000;
				else if (sensores == 4'hd) display1[10:0] <= 11'b11100000111;
				else if (sensores == 4'he) display1[10:0] <= 11'b11100001001;
				else if (sensores == 4'hf) display1[10:0] <= 11'b11101000111;
				else display1[10:0] <= 11'b11111111111;
			default: display1[10:0] <= 11'b11111111111;				
		endcase
	end
endmodule
==> impl_metrics.ini <==
; implementation run metrics
[layout]
final_cells = 345
stdcell_area_sq_um = 3211
drive_above_1_share_pct = 13.45
area_growth_pct = 15.17

[cts]
clock_latency_ns = 0.33
cts.repair.resized = 0
ctsHoldBuffers = 0
cts_made_buffers = 9
htreeDepth = 3
cts_buffer_depth = 2
cts_setup_buffers = 0
clock-sinks = 61
cts_root_buffer = clkbuf_8
cts_tree = yes
path_clk_slew_ns = 0.06

[drt]
wl_per_cell_um = 13.23
firstDrtPassIters = 5
viasPerCell = 5.493
routed_wl_mm = 4.565
antenna_cells = 0
drtIter0Drc = 176
drc = 0
vias = 1895
final_antenna_net_count = 0

[yosys]
synth_warnings = 6
edf_count = 12
synth.avg_cell_area_sq_um = 10.93
async_flop_share_pct = 49.18
ys_cells = 255
ys.flops = 61
yosys_area_sq_um = 2788
netlist_area_sq_um = 2788
synth-main-ff-cell = dfrtp_1
synth_cells = 255
yosysUniqueCellTypes = 60
ys_seq_share_pct = 53.55

[timing]
relSlewSlack_pct = 63.47
hold_viol_final = 0
rsz0062_at_grt = no
tightest_slew_ns = 0.5479
tns_ns = 0
min_period_ns = 2.770
min_period_over_period_pct = 86.57
skew_ns = 0.006391
clock.fmax_ghz = 0.3610
final-max-slew-violation-count = 0
setup-violations-final = 0

[power_and_ir_drop]
pwr-share-seq_pct = 52.9
p_leak_nw = 1.316
p_per_area_nw_per_um2 = 472.1
power.switching_mw = 0.2908
p_comb_share_pct = 1.0
totalPowerFinal_mw = 1.516
peakVddDrop_mv = 0.2872
p_int_mw = 1.225
p_sw_share_pct = 19.18
pwr-share-clk_pct = 46.1

[setup_path]
crit_path_max_fanout = 19
crit-reg2reg-capture = FSM.Recepcion.salidas[3]
r2r_start = ps2rx.b_reg[3]
r2r_cells = 4
crit_path_end_kind = primary output
crit_arrival_ns = 2.13
path_class = reg2out
crit_required_ns = 2.56
r2r_setup_slack_ns = 1.35
crit_path_start_kind = register

[placement]
dp_hpwl_mm = 2.960
io_buffer_count = 18
place_area_sq_um = 3004
dp.cells = 329
gp_congestion = 0.8578

[floorplanning]
die_x_um = 76.67
fp_util_pct = 53.23
num_rows = 26
die_h_um = 76.67
core-area_sq_um = 5238
io_pins = 19
dieArea_sq_um = 5878

[global_routing]
grt_pass1_wl_mm = 7.824
grt-ovfl-total = 0
grt_max_degree = 31
grt_util_all_layers_pct = 17.02
antenna_found_initial = 0
grt_pass1_vias = 1649

[min_path]
hold_path_startpoint = FSM.Recepcion.STN[0]
hold_path_class = reg2reg
holdPathStages = 0
hold_end = FSM.Recepcion.STA[0]

[status]
status = finished clean

[job]
maxCapViolations = 0
warnings = 29
-- cell families (layout without fill, tap and decap cells) --
family          count (synthesis)  after routing  synth area share (%)
simple gates                   90             90                 19.39
flops                          61             61                 53.55
compound gates                 57             57                 14.14
buf+inv                        27             47                 3.995
mux                            14             14                 6.329
fa+ha+maj                       6              6                 2.603
-- cells in the mapped netlist (4+ instances only) --
cell type  instances  area [sq um]
nand2b_1           6         37.54
o21ai_0           14         70.07
nor3_1             7         35.03
inv_1             10         37.54
nor3b_1            8         60.06
dfxtp_1           19         380.4
nor4_1             6         37.54
a21oi_1           10         50.05
ha_1               5         62.56
nand2_1           19         71.32
nor2_1            13         48.80
dfrtp_1           29         725.7
nor2b_1            4         25.02
nand3_1            5         25.02
a31oi_1            4         25.02
mux2_4             6         90.09
or3_1              4         25.02
clkbuf_1          14         52.55
edfxtp_1          12         360.4
mux2_2             5         56.30
-- placed cells by master, fill, tap and decap left out, types with 4 or more instances in the layout --
master and count:
nand2b_1 6, nor2b_1 4, mux2_4 6, a21oi_1 10, mux2_2 5, or3_1 4
inv_1 10, clkdlybuf4s50_1 18, nand3_1 5, nor3b_1 8, clkbuf_8 12, a31oi_1 4
nor3_1 7, nor2_1 13, edfxtp_1 12, dfxtp_1 19, nand2_1 19, nor4_1 6
dfrtp_1 29, ha_1 5, o21ai_0 14
-- worst max path at each step --
stage	start	to	slack [ns]	depth (start not counted)
final	FSM.Recepcion.sensores[1]	leds[1]	0.43	4
after CTS	FSM.Recepcion.sensores[1]	leds[1]	0.42	4
after global routing	FSM.Recepcion.sensores[1]	leds[1]	0.26	4
-- power by group through the flow --
| stage | Sequential, mW | Clock [mW] | Combinational, mW |
|---|---|---|---|
| final | 0.802 | 0.698 | 0.0158 |
| after global routing | 0.802 | 0.755 | 0.0189 |
| after CTS | 0.802 | 0.720 | 0.0168 |
-- through the flow --
step	util, %	setup WS, ns	hold slack, ns
after global placement	57.36	0.8108	0.3228
final	61.30	0.4299	0.3293
after CTS	61.30	0.4231	0.3311
after detailed placement	57.36	0.7901	0.3215
after floorplan	-	1.316	0.3163
after global routing	61.30	0.2647	0.3378
-- routing by layer --
metal | wire length (um) | GRT usage, % | vias up
met5 | 0 | 0 | -
met4 | 116 | 4.038 | 0
met3 | 132 | 2.660 | 12
met2 | 1938 | 23.66 | 28
met1 | 2377 | 29.71 | 887
li1 | - | - | 968
-- area by class of cell --
class,instances,area (sq um)
clock buffers,15,176.4
clock inverters,1,30.03
fillers,422,2027
inverters,10,37.54
multi-input cells,167,1184
flip-flops and latches,61,1493
well taps,70,87.58
repair buffers,21,202.7
-- worst max-delay path, stage by stage, from the launching register on --
cell	delay, ns
edfxtp_1	0.62
a211oi_1	0.44
nand3b_1	0.12
a21oi_1	0.15
clkdlybuf4s50_1	0.47
Power is estimated from default activity; no workload was simulated.
